===== ./config.mk =====
export PLATFORM = sky130hd
export DESIGN_NAME = branch_predictor
export DESIGN_NICKNAME = branch_predictor
export VERILOG_FILES = /design/flow/design.v
export SDC_FILE = /design/flow/constraint.sdc
export NUM_CORES = 4
export LEC_CHECK = 1
export CORE_UTILIZATION = 30

===== ./constraint.sdc =====
current_design branch_predictor

set clk_period 7.8
set clk_io_pct 0.2

create_clock -name clk0 -period $clk_period [get_ports {clk}]

set non_clock_inputs [all_inputs -no_clocks]
set_input_delay [expr $clk_period * $clk_io_pct] -clock clk0 $non_clock_inputs
set_output_delay [expr $clk_period * $clk_io_pct] -clock clk0 [all_outputs]

===== ./design.v =====
module branch_predictor #(
    parameter ADDR_WIDTH = 32,
    parameter BTB_SIZE = 64
)(
    input wire clk,
    input wire reset,
    input wire [ADDR_WIDTH-1:0] pc,
    input wire branch_outcome,
    input wire branch_taken,
    output wire predicted_taken
);
    reg [1:0] prediction_bits [0:BTB_SIZE-1];
    reg [ADDR_WIDTH-1:0] btb [0:BTB_SIZE-1];
    wire [5:0] index = pc[7:2];   
    assign predicted_taken = prediction_bits[index][1];
    always @(posedge clk or posedge reset) begin
        if (reset) begin
            for (integer i = 0; i < BTB_SIZE; i = i + 1) begin
                prediction_bits[i] <= 2'b01;   
                btb[i] <= 0;
            end
        end else if (branch_outcome) begin
            if (branch_taken && prediction_bits[index] != 2'b11)
                prediction_bits[index] <= prediction_bits[index] + 1;
            else if (!branch_taken && prediction_bits[index] != 2'b00)
                prediction_bits[index] <= prediction_bits[index] - 1;
            btb[index] <= pc;   
        end
    end
endmodule

===== ./run.sh =====
#!/bin/bash
# OpenROAD 26Q1-2900-gdf79404cd8, Yosys 0.63+post, stock flow scripts
make -C /OpenROAD-flow-scripts/flow DESIGN_CONFIG=/design/flow/config.mk WORK_HOME=/design/flow/orfs finish

==> impl_metrics.py <==
# Auto-generated metrics
metrics = {
    "outcome": {
        "status": "complete, no violations",
    },
    "final_layout": {
        "fillers": 2473,
        "ff_latch_area_um2": 3283,
        "logic_area_um2": 3931,
        "area_delta_synth_final_pct": 11.45,
        "final_cells": 947,
        "largest_reg_flops": 128,
        "top_regs": "prediction_bits (128)",
        "layout-drive-gt1-share": 0.4959,
        "top_register": "prediction_bits",
    },
    "grt": {
        "grt_max_degree": 76,
        "grt_pass1_wl_um": 33660,
        "grt_pass1_vias": 5418,
        "antenna_found_initial": 0,
        "grt_overflow": 0,
        "grt_usage": 0.1739,
    },
    "sta": {
        "slew_headroom": 0.08575,
        "worstMarginPinSlew_ns": 1.352,
        "fin_crit_ns": 6.283,
        "rsz0062_at_grt": "false",
        "hold_violations": 0,
        "skew_ns": 0.01147,
        "slew_violations": 0,
        "worst_slack_ns": 1.517,
        "setup_tns_ns": 0,
        "setup_viol": 0,
        "post-route-period-util": 0.8056,
        "fmax_mhz": 159.2,
    },
    "cts": {
        "cts_made_buffers": 17,
        "hold_buffers": 0,
        "clock_latency_ns": 0.42,
        "cts_root_buf": "clkbuf_16",
        "htreeDepth": 4,
        "cts_tree": "built",
        "clock-sinks": 128,
        "ctsLongestPathBuffers": 2,
        "clk_pin_slew_ns": 0.05,
        "cts_resized": 0,
        "postCtsSetupBuffers": 0,
    },
    "critical_path": {
        "cp_data_arrival_time_ns": 4.72,
        "critPathMaxStageDelay_ns": 0.79,
        "crit-reg2reg-launch": "prediction_bits[11][0]",
        "r2r_end": "prediction_bits[54][1]",
        "reg2reg_depth": 10,
        "crit_chain": "clkdlybuf4s50_1 -> inv_1 -> nor2_2 -> a2bb2oi_1 -> o2111ai_1 -> o22a_2 -> clkdlybuf4s50_1",
        "cpLargestDelayFamily": "buffers and inverters",
        "cp-end-kind": "primary output",
        "crit_required_ns": 6.24,
        "crit_path_top_delay_cell": "nor2_2",
        "r2r_slack_ns": 3.94,
        "crit_path_frequent_cell": "clkdlybuf4s50_1",
        "worst-setup-path-type": "input pin to primary output",
        "cp_num_buf_inv": 3,
        "start_kind": "input pin",
        "path_max_fanout": 13,
    },
    "floorplan": {
        "rows": 58,
        "die_h_um": 161.6,
        "core-area_um2": 25110,
        "chip_area_um2": 26130,
        "initCoreUtil": 0.3045,
        "chipWidth_um": 161.6,
        "io_pins": 37,
    },
    "power_and_ir_drop": {
        "fin_total_pwr_mw": 1.861,
        "irDropWorstVdd_mv": 0.1711,
        "power.density_nw_per_um2": 218.4,
        "leakagePower_nw": 3.575,
    },
    "min_path": {
        "min_to": "prediction_bits[63][1]",
        "hold_path_startpoint": "prediction_bits[63][1]",
        "hold_class": "flip-flop to flip-flop",
        "whs_path_depth": 1,
    },
    "synthesis": {
        "syn_inst": 622,
        "async_reset_ff_frac": 1.000,
        "yosysUniqueCellTypes": 71,
        "synth_flops": 128,
        "ys.flop_type": "dfstp_2",
        "ys_chip_area_um2": 7646,
        "top_area_frac": 0.2199,
        "yosys.cell_count.top_type": "mux2_2",
        "syn_avg_cell_area_um2": 12.29,
        "postSynthSeqShare": 0.4294,
        "topCellsByArea": "dfstp_2 22%, dfrtp_1 21%, mux2_2 15%, o211ai_2 9.8%, mux2_1 4.0%",
        "syn_area_um2": 7646,
        "yosys_warnings": 3,
        "common_cells": "105 x mux2_2, 64 x dfrtp_1, 64 x dfstp_2, 60 x o211ai_2, 27 x mux2_1",
        "largest_area_cell": "dfstp_2",
        "ys_cells": 622,
        "edf_count": 0,
    },
    "drt": {
        "wl_um": 21400,
        "drt-vias-per-instance": 5.645,
        "insertedDiodeCount": 0,
        "drtIter0Drc": 376,
        "drc": 0,
        "wire_per_inst_um": 22.60,
        "vias": 5346,
        "firstDrtPassIters": 4,
        "ant_nets": 0,
    },
    "flow_run": {
        "tool_warnings": 51,
        "cap_violations": 0,
    },
    "placement": {
        "gp_congestion": 0.9432,
        "portBuffers": 10,
        "pre_cts_ws_ns": 1.599,
        "place_inst": 916,
        "hpwl_um": 13660,
    },
}
==> worst max-delay path by stage <==
stage | start | end | slack, ns | cells past startpoint
CTS | pc[7] | predicted_taken | 1.62 | 7
global route | pc[2] | predicted_taken | 1.45 | 8
finish | pc[7] | predicted_taken | 1.52 | 7
==> area by class of cell <==
class	count	area share
Timing Repair Buffer	32	0.03171
Inverter	6	0.003230
Clock inverter	5	0.009103
Sequential cell	128	0.3853
Tap cell	330	0.04845
Clock buffer	26	0.06093
Multi-Input combinational cell	420	0.4613
==> kinds of logic after synthesis <==
family / Yosys count / share of synthesized area
compound gates: 154 / 0.1916
mux: 136 / 0.1996
simple gates: 129 / 0.1162
flops: 128 / 0.4294
buf+inv: 74 / 0.06202
xor+xnor: 1 / 0.001146
==> metrics by stage <==
| step | cell area [µm²] | hold WS (ns) | utilization |
|---|---|---|---|
| 4_1_cts | 8522 | 0.4922 | 0.3394 |
| 6_report | 8522 | 0.4901 | 0.3394 |
| 3_5_place_dp | 7925 | 0.4788 | 0.3156 |
| 2_1_floorplan | 7646 | 0.4557 | - |
| 5_1_grt | 8522 | 0.5031 | 0.3394 |
| 3_3_place_gp | 7925 | 0.4777 | 0.3156 |
==> report_power, final <==
part / internal, mW / total, mW / leakage [nW] / switching, mW
registers: 0.762 / 0.807 / 1.52 / 0.0443
clock network: 0.519 / 0.799 / 0.292 / 0.280
logic: 0.0995 / 0.255 / 1.76 / 0.156
==> cell usage in the layout, fill, tap and decap left out, types with 11 or more instances in the layout <==
master     instances
dfstp_2           64
nor2b_1           16
dfrtp_1           64
mux2_1            27
o211ai_2          60
nand3_1           20
buf_4             20
nand2_1           20
o21ai_0           12
nand4_1           11
mux2_2           105
clkbuf_16         17
==> layer usage <==
metal / track usage / routed length, µm
met5: 0.01705 / 56
met3: 0.04532 / 1519
met2: 0.2578 / 9658
met4: 0.02916 / 350
met1: 0.2622 / 9818
Power is estimated from default activity; no workload was simulated.
