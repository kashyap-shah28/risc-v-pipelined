==> design.v <==
`timescale 1ns / 1ps
module writeback #(
    parameter DATA_WIDTH = 32,
    parameter DELAY_WB = 1   
)(
    input wire [DATA_WIDTH-1:0] alu_result,
    input wire [DATA_WIDTH-1:0] mem_data,
    input wire [DATA_WIDTH-1:0] pc_plus_4,
    input wire [1:0] wb_sel,
    output reg [DATA_WIDTH-1:0] write_data
);
    always @(*) begin
        #DELAY_WB;
        case (wb_sel)
            2'b00: write_data = alu_result;   
            2'b01: write_data = mem_data;     
            2'b10: write_data = pc_plus_4;    
            default: write_data = {DATA_WIDTH{1'b0}};
        endcase
    end
endmodule
==> run.sh <==
#!/bin/bash
# OpenROAD 26Q1-2900-gdf79404cd8, Yosys 0.63+post, stock flow scripts
make -C /OpenROAD-flow-scripts/flow DESIGN_CONFIG=/design/flow/config.mk WORK_HOME=/design/flow/orfs finish
==> config.mk <==
export PLATFORM = sky130hd
export DESIGN_NAME = writeback
export DESIGN_NICKNAME = writeback
export VERILOG_FILES = /design/flow/design.v
export SDC_FILE = /design/flow/constraint.sdc
export NUM_CORES = 4
export LEC_CHECK = 1
export CORE_AREA = 10 10 70 70
export DIE_AREA = 0 0 80 80
==> constraint.sdc <==
current_design writeback

set clk_period 2.8
set clk_io_pct 0.2

create_clock -name clk0 -period $clk_period

set non_clock_inputs [all_inputs -no_clocks]
set_input_delay [expr $clk_period * $clk_io_pct] -clock clk0 $non_clock_inputs
set_output_delay [expr $clk_period * $clk_io_pct] -clock clk0 [all_outputs]
==> results.yml <==
# flow metrics
outcome:
  status: "completed"
timing:
  fin_setup_tns_ns: 0
  final_hold_viol_count: 0
  period_used_share: 0.923
  drv_slew: 0
  worstMarginPinSlew_ns: 0.374
  maxSlewHeadroom: 0.751
  finalCriticalPeriod_ns: 2.58
  max_freq_mhz: 387
  setup_viol: 0
  grt_setup_unrepaired: "no"
final_layout:
  drive_gt1_frac: 0.0896
  design_area_um2: 2090
  syn_to_final_growth_pct: 165
  nFillCells: 301
  layout.area.seq_um2: 0
  flops: 0
  clock_buffers: 0
power_and_ir_drop:
  ir_drop_uv: 56.4
  power_density_nw_per_um2: 148
  p_leak_nw: 0.803
clocking:
  cts_hold_buffers: 0
  post_cts_buffers: 0
  cts_resized: 0
floorplanning:
  die_area_um2: 6400
  fp_util: 0.230
  die_h_um: 80
  core_um2: 3420
  num_rows: 21
  die_w_um: 80
  pin_count: 130
worst_hold_path:
  worst_hold_path_type: "input port to primary output"
placement:
  port_buffers: 130
  place_area_um2: 2090
  hpwl_um: 4160
  gp_congestion: 0.819
synthesis:
  synth_cell_types: 8
  largest_area_cell: "mux2i_1"
  ys_cells: 77
  synth_cells: 77
  top_cells_by_area: "mux2i_1, o2bb2ai_1, o2bb2ai_2"
  synth_area_um2: 787
  postSynthSeqShare: 0
  ys_area_um2: 787
  ys_warn_count: 1
  syn_avg_cell_area_um2: 10.2
  synth_top_area_share: 0.407
route:
  drc: 0
  wl_um: 4600
  wl_met1_um: 1760
  antenna_left: 0
  topRoutingLayerUsed: "met4"
  route.met2.wl_um: 2270
  met3_length_um: 531
  diodes: 0
  wire_per_inst_um: 18.6
  firstDrtPassIters: 4
  via_count: 1093
  first_iter_violations: 22
  viasPerCell: 4.43
grt:
  grt_antenna_before_repair: 0
  grt_pass1_wl_um: 6680
  grt_max_degree: 33
  overflow: 0
  grt_pass1_vias: 1170
  track_usage: 0.131
setup_path:
  crit_fanout: 10
  arrival_ns: 2.02
  worstSetupPathType: "input port to primary output"
  cp-end-kind: "primary output"
  cp.required_ns: 2.24
  start_kind: "input port"
job:
  maxCapViolCount: 0
  warnings: 33
## power by group
group          internal, mW  total [mW]  switching [mW]
registers                 0           0               0
clock network             0           0               0
logic                 0.231       0.309          0.0790
## cells in the mapped netlist
cell type / instances
buf_2: 1
buf_4: 1
mux2i_1: 32
o2bb2ai_1: 22
buf_6: 8
o2bb2ai_2: 10
nor2b_4: 1
clkbuf_1: 2
## layout by cell type (no fill, tap or decap)
cell type | netlist | final
o2bb2ai_2 | 10 | 10
buf_4 | 1 | 5
nor2b_4 | 1 | 1
buf_2 | 1 | 1
clkdlybuf4s50_1 | 0 | 129
buf_12 | 0 | 1
o2bb2ai_1 | 22 | 22
mux2i_1 | 32 | 32
## final timing paths
| kind | start | endpoint | slack, ns | depth (start not counted) |
|---|---|---|---|---|
| worst max-delay path | wb_sel[0] | write_data[9] | 0.22 | 5 |
| worst min-delay path | wb_sel[1] | write_data[25] | 1.99 | 5 |
## cell type report
| type | count | area [um2] | share of cell area |
|---|---|---|---|
| Timing Repair Buffer | 136 | 1350 | 0.648 |
| Multi-Input combinational cell | 65 | 677 | 0.324 |
| Tap cell | 46 | 57.6 | 0.0276 |
## per-layer routing
metal,track usage,vias up
met5,0,-
met4,0.00880,0
met3,0.0455,2
met2,0.230,70
met1,0.157,455
li1,-,566
## worst max-delay path: stages
cell	delay, ns
clkdlybuf4s50_1	0.48
nor2b_4	0.18
buf_4	0.22
o2bb2ai_2	0.12
clkdlybuf4s50_1	0.48
## logic make-up after synthesis
group           count (synthesis)  synth area share
buf+inv                        12             0.140
mux                            32             0.407
compound gates                 32             0.436
simple gates                    1            0.0175
## per-stage QoR
stage	power [mW]	util	setup WS, ns	hold slack, ns	std cells
6_report	0.309	0.611	0.216	1.99	247
5_1_grt	0.334	0.611	0.133	2.03	247
4_1_cts	0.315	0.611	0.198	2.00	247
3_5_place_dp	0.314	0.611	0.198	1.99	247
3_3_place_gp	0.312	0.611	0.213	1.99	247
2_1_floorplan	0.0902	-	1.08	1.18	77
Power and IR drop assume default switching activity.
