## flow/config.mk

```make
export PLATFORM = sky130hd
export DESIGN_NAME = alu
export DESIGN_NICKNAME = alu
export VERILOG_FILES = /design/flow/design.v
export SDC_FILE = /design/flow/constraint.sdc
export NUM_CORES = 4
export LEC_CHECK = 1
export CORE_UTILIZATION = 30
```

## flow/constraint.sdc

```tcl
current_design alu

set clk_period 49.2
set clk_io_pct 0.2

create_clock -name clk0 -period $clk_period

set non_clock_inputs [all_inputs -no_clocks]
set_input_delay [expr $clk_period * $clk_io_pct] -clock clk0 $non_clock_inputs
set_output_delay [expr $clk_period * $clk_io_pct] -clock clk0 [all_outputs]
```

## flow/design.v

```verilog
`timescale 1ns / 1ps
module alu #(
    parameter DATA_WIDTH = 32,
    parameter DELAY_ALU = 3,   
    parameter DELAY_MUL = 8,   
    parameter DELAY_DIV = 10   
)(
    input wire [DATA_WIDTH-1:0] operand1,
    input wire [DATA_WIDTH-1:0] operand2,
    input wire [3:0] alu_op,
    input wire [1:0] forward_a,
    input wire [1:0] forward_b,
    input wire [DATA_WIDTH-1:0] ex_mem_result,
    input wire [DATA_WIDTH-1:0] mem_wb_result,
    output reg [DATA_WIDTH-1:0] result,
    output reg zero_flag
);
    wire [DATA_WIDTH-1:0] alu_input1, alu_input2;
    assign alu_input1 = (forward_a == 2'b00) ? operand1 :
                        (forward_a == 2'b10) ? ex_mem_result : mem_wb_result;
    assign alu_input2 = (forward_b == 2'b00) ? operand2 :
                        (forward_b == 2'b10) ? ex_mem_result : mem_wb_result;
    function [4:0] cla_4bit;
        input [3:0] a, b;
        input cin;
        reg [3:0] g, p, c;
        reg [3:0] sum;
        begin
            g = a & b;
            p = a ^ b;
            c[0] = cin;
            c[1] = g[0] | (p[0] & c[0]);
            c[2] = g[1] | (p[1] & g[0]) | (p[1] & p[0] & c[0]);
            c[3] = g[2] | (p[2] & g[1]) | (p[2] & p[1] & g[0]) | (p[2] & p[1] & p[0] & c[0]);
            sum = p ^ c;
            cla_4bit = {c[3], sum};
        end
    endfunction
    function [32:0] cla_32bit;
        input [31:0] a, b;
        input cin;
        reg [7:0] carry;
        reg [31:0] sum;
        integer i;
        begin
            {carry[0], sum[3:0]} = cla_4bit(a[3:0], b[3:0], cin);
            for (i = 1; i < 8; i = i + 1) begin
                {carry[i], sum[4*i+3:4*i]} = cla_4bit(a[4*i+3:4*i], b[4*i+3:4*i], carry[i-1]);
            end
            cla_32bit = {carry[7], sum};
        end
    endfunction
    function [15:0] booths_multiply;
        input [7:0] multiplier, multiplicand;
        reg [16:0] product;
        reg [7:0] neg_multiplicand;
        integer i;
        begin
            product = {8'b0, multiplier, 1'b0};
            neg_multiplicand = -multiplicand;
            for (i = 0; i < 8; i = i + 1) begin
                case (product[1:0])
                    2'b01: product[16:8] = product[16:8] + multiplicand;
                    2'b10: product[16:8] = product[16:8] + neg_multiplicand;
                    default: ;  
                endcase
                product = product >> 1;
                product[16] = product[15];
            end
            booths_multiply = product[16:1];
        end
    endfunction
    function [15:0] simple_divide;
        input [7:0] dividend, divisor;
        reg [7:0] quotient, remainder;
        reg [7:0] temp_dividend;
        integer i;
        begin
            quotient = 0;
            remainder = 0;
            for (i = 7; i >= 0; i = i - 1) begin
                remainder = remainder << 1;
                remainder[0] = dividend[i];
                if (remainder >= divisor) begin
                    remainder = remainder - divisor;
                    quotient[i] = 1;
                end
            end
            simple_divide = {quotient, remainder};
        end
    endfunction
    always @(*) begin
        case (alu_op)
            4'b0000: begin  
                #DELAY_ALU;
                {result, zero_flag} = cla_32bit(alu_input1, alu_input2, 1'b0);
            end
            4'b0001: begin  
                #DELAY_ALU;
                {result, zero_flag} = cla_32bit(alu_input1, ~alu_input2, 1'b1);
            end
            4'b0010: begin  
                #DELAY_ALU;
                result = alu_input1 & alu_input2;
                zero_flag = (result == 0);
            end
            4'b0011: begin  
                #DELAY_ALU;
                result = alu_input1 | alu_input2;
                zero_flag = (result == 0);
            end
            4'b0100: begin  
                #DELAY_ALU;
                result = alu_input1 ^ alu_input2;
                zero_flag = (result == 0);
            end
            4'b0101: begin  
                #DELAY_ALU;
                result = alu_input1 << alu_input2[4:0];
                zero_flag = (result == 0);
            end
            4'b0110: begin  
                #DELAY_ALU;
                result = alu_input1 >> alu_input2[4:0];
                zero_flag = (result == 0);
            end
            4'b0111: begin  
                #DELAY_ALU;
                result = $signed(alu_input1) >>> alu_input2[4:0];
                zero_flag = (result == 0);
            end
            4'b1000: begin  
                #DELAY_MUL;
                result = {{16{1'b0}}, booths_multiply(alu_input1[7:0], alu_input2[7:0])};
                zero_flag = (result == 0);
            end
            4'b1001: begin  
                #DELAY_DIV;
                result = {{16{1'b0}}, simple_divide(alu_input1[7:0], alu_input2[7:0])};
                zero_flag = (result == 0);
            end
            default: begin
                #DELAY_ALU;
                result = {DATA_WIDTH{1'b0}};
                zero_flag = 1'b1;
            end
        endcase
    end
endmodule
```

## flow/run.sh

```bash
#!/bin/bash
# OpenROAD 26Q1-2900-gdf79404cd8, Yosys 0.63+post, stock flow scripts
make -C /OpenROAD-flow-scripts/flow DESIGN_CONFIG=/design/flow/config.mk WORK_HOME=/design/flow/orfs finish
```

==> results_slide.txt <==
Flow Results at a Glance

Die
  • # rows: around 84
  • DIE AREA: 55000 um^2
  • Ports: 169
  • Initial cell density of the core: 0.306
  • Die height: 235 um
  • Die W: between 200 and 250 um
  • Core outline area: 53000 um^2

Setup path
  • Slowest CP cell: o211ai_1
  • Worst setup path class: in -> out
  • Critical Path End Type: output port
  • CP Buf/Inv Count: 9
  • CP top delay family: AND-OR/OR-AND gates
  • Startpoint types: input pin
  • CP max stage delay: 0.64 ns
  • Most Frequent Cell on Critical Path: a21oi_1
  • Critical Path RT: approximately 39 ns
  • CP arrival: ~27 ns
  • Crit path max fanout: 32

Status
  • Status: completed

GRT
  • Met3 GRT Util: 0.0386
  • First-pass GRT wire length: roughly 110 mm
  • All-Layer GR Usage: 0.268
  • Initial antenna violation count: 1
  • Largest net degree at the start of global routing: ~70
  • Global route overflow: 0
  • Vias in the first global route: 17600
  • GR Util met1: 0.375
  • GRT Max-Usage Layer: met2
  • Grt met2 use: 0.419

Worst hold path
  • Worst Hold Class: in -> out

Layout
  • Finished Layout Cells: 3096
  • Storage element area: 0 um^2
  • Layout overhead on the synthesized area: 16.3%
  • MI comb area: approximately 15000 um^2
  • Finished Core Util: 0.356
  • Fraction of layout cells with a size suffix above 1: 0.0781
  • Flop count: 0
  • Clock buf count: 0
  • Final non-filler cell area: 18900 um^2
  • Number of fill cells: 5539

Final timing
  • RSZ-0062 raised after global routing: false
  • Final min period: 36.95 ns
  • Fraction of the cycle the final worst path needs: 0.751
  • Hold Violations, Final: 0
  • Count of final setup violators: 0
  • Max_slew headroom: 0.400
  • TNS Setup: 0 ns
  • Fin. max-slew vios: 0
  • Max frequency: 27.1 MHz
  • Worst Max-Slew Pin Slew: 0.890 ns

Synth
  • Cell area after technology mapping: 16200 um^2
  • Avg Inst Size Synth: between 7 and 8 um^2
  • Unique cell types: 88
  • Largest type area fraction: 0.163
  • Synth Seq Share: 0
  • Yosys top cell by area: ha_1
  • Yosys Instances: 2292
  • Biggest area cells: ha_1, mux2i_1, xnor2_1, nand2_1, a21oi_1
  • Yosys warnings: 1
  • Post-synthesis instance total: 2292
  • Yosys synthesis chip area: 16200 um^2

Routing
  • DR iter-0 viols: approximately 1700
  • 1st-pass router iterations: 7
  • DRC violations left: 0
  • Antenna cells: 0
  • Drt wl/cell: 23.6 um
  • Vias: between 15000 and 20000
  • Vias per cell: slightly below 6
  • Detail Route Antenna Nets: 0
  • Wirelength, routed: 73.0 mm

Clocking
  • Post-CTS sizing: 0
  • Setup repair bufs after CTS: 0
  • # hold bufs at CTS: 0

Place
  • Routability Congestion: 1.02
  • HPWL after DPL: between 50 and 60 mm
  • Placed Area: around 19000 um^2
  • DP Cell Count: 3096
  • Port bufs: 169

Power
  • Peak supply drop: 0.0527 mV
  • Final Total Pwr: 0.000968 W
  • Pwr dens: between 50 and 60 nW/um^2
  • Leakage power: 8.44 nW

Job
  • Tool warnings: 90
  • Max-cap viol count: 0
-- tightest hold or removal path, delay by kind of cell --
kind / cells / cell delay, ns
buf+inv: 3 / 1.10
compound gates: 1 / 0.26
simple gates: 1 / 0.14
-- path summary, 6_finish.rpt --
check | startpoint | to | cells after the start
setup / recovery | forward_a[1] | zero_flag | 70
hold / removal | alu_op[0] | result[11] | 5
-- kinds of logic after synthesis --
family / Yosys count / synth area share
fa+ha+maj: 240 / 0.198
compound gates: 682 / 0.275
buf+inv: 278 / 0.0658
mux: 334 / 0.212
simple gates: 620 / 0.173
xor+xnor: 138 / 0.0759
-- layout make-up --
| cell class | instances | area share |
|---|---|---|
| Tap cell | 688 | 0.0456 |
| Multi-Input combinational cell | 2014 | 0.806 |
| Inverter | 148 | 0.0294 |
| Timing Repair Buffer | 246 | 0.119 |
-- per-layer routing --
metal	part of all wire	vias to the layer above	wire length [um]
met3	0.080	152	5840
met5	0.00018	-	13
met2	0.44	857	31900
met1	0.44	8514	32100
met4	0.043	2	3120
li1	-	8671	-
-- placed cells by master, fill, tap and decap left out, types with 27 or more instances in the layout --
master	count
nand3_1	28
clkdlybuf4s50_1	165
a21o_1	44
mux2i_1	262
o22ai_1	27
nor3_1	35
ha_1	211
o221ai_1	33
o21ai_0	164
xor2_1	27
o21bai_1	40
buf_4	77
xnor2_1	109
nand2_1	234
mux2_2	71
fa_1	29
inv_1	140
nor2_1	190
a21oi_1	164
-- Yosys cell counts (8+ instances only) --
master    instances
mux2i_1         262
nor2_1          191
xor2_1           27
nand2_1         234
nand2b_1         11
a21o_1           44
nor2b_1          23
o22ai_1          27
o21ai_0         164
and2_1            8
clkbuf_1         89
fa_1             29
a22oi_1          19
o21bai_1         40
or3_1            10
nand4_1          21
a21oi_1         164
o21a_1           13
inv_1           141
a211oi_1         19
a31oi_1          19
a221oi_1         26
mux2_2           71
ha_1            211
o211ai_1         12
nor3_1           37
buf_1            34
o221ai_1         33
a221o_1          20
nand3_1          28
nor4_1           27
xnor2_1         109
-- per-stage QoR --
step           setup WS (ns)  hold slack [ns]
3_5_place_dp           12.23            21.22
4_1_cts                12.16            21.22
2_1_floorplan          13.98            20.01
6_report               12.25            21.20
3_3_place_gp           12.83            21.21
5_1_grt                10.80            21.27
-- where the power goes --
part           internal (W)  switching [W]  total (W)
logic              0.000414       0.000554   0.000968
registers                 0              0          0
clock network             0              0          0
No activity file was given, so power comes from the tool's default toggle rates.
